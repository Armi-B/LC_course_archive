==> design/flow/design.v <==
`timescale 1ns/1ns
module residue2_7(input a2,a1,a0,b2,b1,b0, output r2,r1,r0);
	wire [5:0] A ;
	wire [2:0] R ;
	assign A = {a2,a1,a0,b2,b1,b0};
	assign#258 R = A%7;
	assign r2 = R[2];
	assign r1 = R[1];
	assign r0 = R[0];
endmodule
`timescale 1ns/1ns
module residue7_para #(parameter s=48)(input [(s-1):0]A, output [2:0]R);
	wire C[($clog2(s/6)+1):0][(s-1):0];
	genvar i, j, k;
	generate
		for(k=0; k<s; k=k+1) begin:out
		    assign C[($clog2(s/6)+1)][k] = A[k];
		end
		for(i=($clog2(s/6)+1); i>0; i=i-1) begin:rows
			for(j=0; j<$pow(2,i); j=j+1) begin:residues
			    residue2_7 xx(C[i][(s-1)-j*6],C[i][(s-2)-j*6],C[i][s-3-j*6],C[i][s-4-j*6],C[i][s-5-j*6],C[i][s-6-j*6],C[i-1][s-1-j*3],C[i-1][s-2-j*3],C[i-1][s-3-j*3]);
			end
		end
	endgenerate
	assign R[2] = C[0][s-1];
	assign R[1] = C[0][s-2];
	assign R[0] = C[0][s-3];
endmodule
==> design/flow/run.sh <==
#!/bin/bash
# OpenROAD 26Q1-2900-gdf79404cd8, Yosys 0.63+post, stock flow scripts
make -C /OpenROAD-flow-scripts/flow DESIGN_CONFIG=/design/flow/config.mk WORK_HOME=/design/flow/orfs finish
==> design/flow/config.mk <==
export PLATFORM = sky130hd
export DESIGN_NAME = residue7_para
export DESIGN_NICKNAME = residue7_para
export VERILOG_FILES = /design/flow/design.v
export SDC_FILE = /design/flow/constraint.sdc
export NUM_CORES = 4
export LEC_CHECK = 1
export CORE_UTILIZATION = 40
==> design/flow/constraint.sdc <==
current_design residue7_para

set clk_period 13.9
set clk_io_pct 0.2

create_clock -name clk0 -period $clk_period

set non_clock_inputs [all_inputs -no_clocks]
set_input_delay [expr $clk_period * $clk_io_pct] -clock clk0 $non_clock_inputs
set_output_delay [expr $clk_period * $clk_io_pct] -clock clk0 [all_outputs]
==> tab_implementation.tex <==
% Synthesis and place-and-route results
\begin{tabular}{lr}
\hline
Metric & Value \\
\hline
\multicolumn{2}{l}{\textbf{Finish}} \\
Area overhead of the layout relative to synthesis & 63.0\% \\
Clock Buffer Count & 0 \\
Area taken by flip-flops and latches & 0 sq um \\
Post-route non-filler standard cell count & 1590 \\
Count of sequential standard cells & 0 \\
Non-Filler Cell Area, Final & 10900 sq um \\
Proportion of layout cells with a drive suffix above 1 & 41.9\% \\
Gate Area & between 6000 and 7000 sq um \\
Fillers & 1325 \\
\multicolumn{2}{l}{\textbf{Synth}} \\
Gate count of the mapped netlist & 921 \\
Area share of the largest cell type after synthesis & around 8.6\% \\
Netlist area before placement & 6670 sq um \\
Yosys stat cell total & 921 \\
Yosys Chip Area & 6670 sq um \\
Ranking of synthesized cells by area & sky130\_fd\_sc\_hd\_\_ha\_1 (8.6\%), sky130\_fd\_sc\_hd\_\_a21oi\_1 (4.7\%), sky130\_fd\_sc\_hd\_\_mux2i\_1 (3.9\%) \\
Synth warn & 1 \\
Post-synthesis area per instance & 7.24 sq um \\
Synth unique cells & 115 \\
Cell taking the most area after synthesis & sky130\_fd\_sc\_hd\_\_ha\_1 \\
Sequential fraction of the synthesis area & 0\% \\
\multicolumn{2}{l}{\textbf{Place}} \\
Placed cells & 1549 \\
Place WS & -3850 ps \\
Post-detail-place hpwl & 14600 um \\
Port Buffers & 51 \\
Post-Place Cell Area & approximately 10000 sq um \\
Routability congestion estimate from global placement & about 0.92 \\
\multicolumn{2}{l}{\textbf{Setup path}} \\
Required time worst endpoint & 11120 ps \\
Maximum fanout count along the critical path & 4 \\
Type of destination of the critical path & output port \\
Startpoint type of the worst setup path & input port \\
Slowest CP cell & sky130\_fd\_sc\_hd\_\_or4\_4 \\
Data arrival time at the worst-slack endpoint & between 10000 and 15000 ps \\
Number of cells on the critical path & 69 \\
CP delay by family, top & AND-OR/OR-AND gates \\
Classification of the worst setup path & input port to output port \\
Most frequent CP cell & sky130\_fd\_sc\_hd\_\_ha\_4 \\
Number of buffers and inverters on the critical path & 12 \\
Delay of the slowest critical-path stage & 530 ps \\
\multicolumn{2}{l}{\textbf{Timing}} \\
Setup WS post-layout & -3020 ps \\
Setup repair after global routing missed its margin & yes \\
Pins over their slew limit & 0 \\
Worst slack on hold paths & 7150 ps \\
Final cycle utilization of the critical path & 122\% \\
Final Setup Violations & 3 \\
Fmax & 59.1 MHz \\
Least-Margin Pin Slew & 471 ps \\
Tmin final & 16920 ps \\
Final Hold Fails & 0 \\
Relative slew slack & 67.8\% \\
\multicolumn{2}{l}{\textbf{Global routing}} \\
Largest net degree at the start of global routing & 15 \\
Via count of the first global-routing pass & 7798 \\
Global-route wire length before repair & 32200 um \\
Overflow left after global routing & 0 \\
Number of antenna violations at the first check in global routing & 0 \\
Total routing usage reported by global routing & 20.9\% \\
\multicolumn{2}{l}{\textbf{Routing}} \\
Routed WL & 18300 um \\
DRC violation count after routing & 0 \\
Total met2 wirelength after detailed routing & 8400 um \\
Sum of routed wire segments on met1 & 9480 um \\
DR WL met3 & 402 um \\
Final antenna-violating net count & 0 \\
DR top layer & met3 \\
Antenna diode instance count & 0 \\
Detail-routed via count per cell & 5.38 \\
Detailed Routing Iterations Pass 1 & 7 \\
Vias after detailed routing & 8558 \\
1st-iter DRT viols & 310 \\
Average routed wire per standard cell & roughly 11 um \\
\multicolumn{2}{l}{\textbf{Min path}} \\
Hold Path Class & input port to output port \\
Number of stages on the worst hold path & 10 \\
\multicolumn{2}{l}{\textbf{Clock tree}} \\
Number of buffers inserted for hold repair after clock tree synthesis & 0 \\
\multicolumn{2}{l}{\textbf{Die}} \\
Die width & 131 um \\
Count of boundary I/O pins & 51 \\
Number of standard-cell rows in the floorplan & 46 \\
Standard cell core area & $\sim$16000 sq um \\
Die height & 131 um \\
Total die size & $\sim$17000 sq um \\
Initial core utilization & 41.5\% \\
\multicolumn{2}{l}{\textbf{Outcome}} \\
Violated checks & setup timing \\
Status & complete, but fails checks \\
\multicolumn{2}{l}{\textbf{Flow run}} \\
Stage-log warning count & 35 \\
Max-cap check violation count & 0 \\
\hline
\end{tabular}
==> worst paths after layout <==
check	startpoint	end	slack, ps
hold / removal	A[0]	R[0]	7150
setup / recovery	A[45]	R[1]	-3020
==> placed cells by master (no fill, tap or decap), types with 7 or more instances in the layout <==
| cell type | instances |
|---|---|
| sky130_fd_sc_hd__buf_4 | 431 |
| sky130_fd_sc_hd__nand2_1 | 63 |
| sky130_fd_sc_hd__inv_1 | 59 |
| sky130_fd_sc_hd__a21oi_1 | 57 |
| sky130_fd_sc_hd__nor2_1 | 55 |
| sky130_fd_sc_hd__clkdlybuf4s50_1 | 44 |
| sky130_fd_sc_hd__ha_1 | 35 |
| sky130_fd_sc_hd__nand3_1 | 31 |
| sky130_fd_sc_hd__o21ai_0 | 30 |
| sky130_fd_sc_hd__xnor2_1 | 25 |
| sky130_fd_sc_hd__mux2i_1 | 24 |
| sky130_fd_sc_hd__nor3_1 | 20 |
| sky130_fd_sc_hd__and2_1 | 18 |
| sky130_fd_sc_hd__nand2b_1 | 17 |
| sky130_fd_sc_hd__nor2b_1 | 16 |
| sky130_fd_sc_hd__o211ai_1 | 15 |
| sky130_fd_sc_hd__and3_1 | 15 |
| sky130_fd_sc_hd__a21o_1 | 13 |
| sky130_fd_sc_hd__mux2_2 | 12 |
| sky130_fd_sc_hd__a211o_1 | 11 |
| sky130_fd_sc_hd__and3b_1 | 10 |
| sky130_fd_sc_hd__nand4_1 | 10 |
| sky130_fd_sc_hd__o22ai_1 | 10 |
| sky130_fd_sc_hd__o21a_1 | 10 |
| sky130_fd_sc_hd__a211oi_1 | 10 |
| sky130_fd_sc_hd__or2_2 | 9 |
| sky130_fd_sc_hd__o32a_1 | 9 |
| sky130_fd_sc_hd__xor2_1 | 8 |
| sky130_fd_sc_hd__a31oi_1 | 8 |
| sky130_fd_sc_hd__and4_1 | 8 |
| sky130_fd_sc_hd__or3_1 | 8 |
| sky130_fd_sc_hd__buf_6 | 8 |
| sky130_fd_sc_hd__maj3_1 | 7 |
| sky130_fd_sc_hd__a22o_1 | 7 |
| sky130_fd_sc_hd__a21oi_2 | 7 |
==> synth_stat cells (11+ instances only) <==
| cell | instances |
|---|---|
| sky130_fd_sc_hd__inv_1 | 68 |
| sky130_fd_sc_hd__mux2_2 | 12 |
| sky130_fd_sc_hd__a211o_1 | 11 |
| sky130_fd_sc_hd__nor3_1 | 23 |
| sky130_fd_sc_hd__and2_1 | 20 |
| sky130_fd_sc_hd__a211oi_1 | 12 |
| sky130_fd_sc_hd__mux2i_1 | 26 |
| sky130_fd_sc_hd__nand2b_1 | 18 |
| sky130_fd_sc_hd__nand2_1 | 65 |
| sky130_fd_sc_hd__ha_1 | 46 |
| sky130_fd_sc_hd__nor2_1 | 57 |
| sky130_fd_sc_hd__a21o_1 | 13 |
| sky130_fd_sc_hd__nand3_1 | 32 |
| sky130_fd_sc_hd__o211ai_1 | 15 |
| sky130_fd_sc_hd__a21oi_1 | 62 |
| sky130_fd_sc_hd__and3_1 | 16 |
| sky130_fd_sc_hd__o21ai_0 | 30 |
| sky130_fd_sc_hd__buf_2 | 17 |
| sky130_fd_sc_hd__nor2b_1 | 18 |
| sky130_fd_sc_hd__xnor2_1 | 27 |
==> layout make-up <==
| class | count | area share (%) |
|---|---|---|
| inverters | 70 | 2.52 |
| multi-input cells | 815 | 59.9 |
| repair buffers | 489 | 35.0 |
| well taps | 216 | 2.49 |
==> layer usage <==
| layer | vias up | global-route usage, % |
|---|---|---|
| met2 | 108 | 36.5 |
| met5 | - | 0 |
| met1 | 3911 | 30.4 |
| met3 | 0 | 0.275 |
| met4 | 0 | 0.523 |
| li1 | 4539 | - |
==> metrics by stage <==
step                      setup TNS (ps)  utilization, %
after floorplan                   -10460               -
after global placement            -10660            64.8
after detailed placement          -11220            64.8
after CTS                          -8690            66.4
after global routing              -10600            67.7
final                              -8910            67.7
==> logic make-up (layout without fill, tap and decap cells) <==
group / Yosys count / after routing / synth area share [%]
AOI/OAI and AO/OA: 332 / 332 / 40.8
xor gates and xnor gates: 37 / 37 / 5.08
adders and majority gates: 57 / 57 / 10.4
buffers and inverters: 106 / 559 / 6.83
muxes: 48 / 48 / 8.20
and+or+nand+nor: 341 / 341 / 28.8
==> repair_timing <==
| action | in CTS | in global routing |
|---|---|---|
| pin swaps | 42 | 28 |
| endpoints found under the setup margin | 3 | 3 |
| setup buffers | 25 | 16 |
| gates resized | 49 | 18 |
