`flow/constraint.sdc`:
```
current_design residue7_48bit

set clk_period 11.2
set clk_io_pct 0.2

create_clock -name clk0 -period $clk_period

set non_clock_inputs [all_inputs -no_clocks]
set_input_delay [expr $clk_period * $clk_io_pct] -clock clk0 $non_clock_inputs
set_output_delay [expr $clk_period * $clk_io_pct] -clock clk0 [all_outputs]
```
`flow/config.mk`:
```
export PLATFORM = sky130hd
export DESIGN_NAME = residue7_48bit
export DESIGN_NICKNAME = residue7_48bit
export VERILOG_FILES = /design/flow/design.v
export SDC_FILE = /design/flow/constraint.sdc
export NUM_CORES = 4
export LEC_CHECK = 1
export CORE_UTILIZATION = 50
```
`flow/design.v`:
```
`timescale 1ns/1ns
module residue_7(input a2,a1,a0,b2,b1,b0, output r2,r1,r0);
	wire [3:0] S ;
	wire [2:0] T ;
	wire [2:0] A ;
	wire [2:0] B ;
	wire [2:0] R ;
	assign A = {a2,a1,a0};
	assign B = {b2,b1,b0};
	assign#(123,108) S = A + B;
	assign#(108,108) T = S[2:0] + {2'b00, S[3]};
	assign#(27,23)  R = (&T) ? 3'b000 : T ;
	assign r2 = R[2];
	assign r1 = R[1];
	assign r0 = R[0];
endmodule
`timescale 1ns/1ns
module residue7_48bit(input [47:0]A, output [2:0]R);
	wire C[4:0][47:0];
	genvar i, j, k;
	generate
		for(k=0; k<48; k=k+1) begin:out
		    assign C[4][k] = A[k];
		end
		for(i=4; i>0; i=i-1) begin:rows
			for(j=0; j<2*i; j=j+1) begin:residues
			    residue_7 xx(C[i][47-j*6],C[i][46-j*6],C[i][45-j*6],C[i][44-j*6],C[i][43-j*6],C[i][42-j*6],C[i-1][47-j*3],C[i-1][46-j*3],C[i-1][45-j*3]);
			end
		end
	endgenerate
	assign R[2] = C[0][47];
	assign R[1] = C[0][46];
	assign R[0] = C[0][45];
endmodule
```
`flow/run.sh`:
```
#!/bin/bash
# OpenROAD 26Q1-2900-gdf79404cd8, Yosys 0.63+post, stock flow scripts
make -C /OpenROAD-flow-scripts/flow DESIGN_CONFIG=/design/flow/config.mk WORK_HOME=/design/flow/orfs finish
```
==> summary.txt <==
Synthesis and PnR results.

- Warnings reported by Yosys during synthesis add up to 1.
- The residual overflow from global routing is 0.
- The routed design shows a wire length per standard cell of roughly 9.9 um.
- The run finished with clean final reports.
- The share of the cycle needed by the critical path after routing is 97.6%.
- After detailed routing, the total wire length is between 3000 and 4000 um.
- The overall die height reads 70.0 um.
- The met1 usage reads around 25%.
- The count of standard-cell rows is 24.
- The wire length of the first global-routing pass reads 6450 um.
- The startpoint-to-endpoint class of the critical path reads input port to output port.
- STA classifies the critical path startpoint as an input port.
- The endpoint arrival time on the critical path reads between 8 and 9 ns.
- The worst setup slack after placement is -0.172 ns.
- The layout overhead on the synthesized area reads 36.9%.
- Looking at area per cell type in the netlist, the leader is sky130_fd_sc_hd__ha_1.
- The final report gives the standard cell area, fillers excluded, as 0.00316 sq mm.
- The sequential cells in the finished layout cover a total of 0 sq um.
- The proportion of synthesized chip area in sequential cells is 0%.
- The most common logic cell in the final layout is sky130_fd_sc_hd__ha_1.
- The number of buffer and inverter stages on the critical path reads 4.
- The die outline width is 70.0 um.
- The number of antenna violations at the first check in global routing was 0.
- The final critical path time including I/O delays and setup reads ~11 ns.
- The post-synthesis cell count from yosys reads 215.
- The critical path endpoint has a required time of approximately 9 ns.
- The family with the most delay on the worst path reads adder cells.
- The cell count after synthesis came out at 215.
- Per the layout area report, the combinational gate area comes to 0.00226 sq mm.
- Setup total negative slack on the finished layout was measured at 0 ns.
- The via count of the first global-routing pass is 1676.
- The critical path in the final layout is reported with a setup slack of 0.272 ns.
- The filler cell count is between 300 and 400.
- The total of buffers placed on input and output ports reads 51.
- The design has 0 sequential cells.
- The cell area after placement is 0.00299 sq mm.
- The area of the die reads 0.00490 sq mm.
- Sorting the synthesized cells by area gives the leading types as sky130_fd_sc_hd__ha_1 (41%), sky130_fd_sc_hd__fa_1 (13%), sky130_fd_sc_hd__a21boi_1 (12%).
- Measured against its own limit, the worst slew margin works out to 87.7%.
- The count of nets left with antenna violations after detail routing reads 0.
- The average cell area after synthesis reads between 10 and 15 sq um.
- The met2 routing resource usage after global routing reads 25.3%.
- The most heavily used metal layer in global routing reads met2.
- The number of warning messages in the logs is 33.
- The core footprint is 0.00438 sq mm.
- The worst hold path class reads input port to output port.
- The top fanout value on the critical path is 3.
- STA classifies the critical path endpoint as an output port.
- The cell area after technology mapping is 0.00231 sq mm.
- The number of buffers added to fix hold violations after cts is 0.
- In the floorplan report the effective utilization is approximately 53%.
- The starting DRC count in detailed routing reads 16.
- In the layout the commonest cells are sky130_fd_sc_hd__ha_1 (66), sky130_fd_sc_hd__clkdlybuf4s50_1 (48), sky130_fd_sc_hd__inv_1 (32), sky130_fd_sc_hd__a21o_1 (27), sky130_fd_sc_hd__buf_4 (27).
- 51 I/O pins were placed.
- The per-cell via count in the routed design is 5.02.
- The largest net degree at the start of global routing is 4.
- Looking at the critical path, the single cell with the biggest stage delay is sky130_fd_sc_hd__clkdlybuf4s50_1.
- The total via count in the routed design is 1718.
- The number of unique standard cell types used by synthesis is 11.
- The yosys-reported design area after synthesis reads 0.00231 sq mm.
- The met3 demand-to-capacity share in global routing reads 0.730%.
- The actual slew at the worst max-slew pin is 0.183 ns.
- The largest stage delay on the critical path reads 0.48 ns.
- The detailed-router iteration count before antenna repair is 2.
- After its last routability iteration, the placer logged a weighted congestion of approximately 0.81.
- The area share of the largest cell type after synthesis is 40.6%.
- The final timing report lists a max-slew violation count of 0.
- The flow reports an fmax of slightly above 90 MHz.
- In this run the maximum-capacitance check reported violations numbering 0.
- The number of setup violations in the final report is 0.
- TritonRoute reported its final design rule violation total as 0.
- The layout has 0 clock buffers.
- The layout summary lists the proportion of cells stronger than drive strength 1 as 21.0%.
- The total global-route track usage is 15.4%.
- The half-perimeter wire length after placement reads just over 3000 um.
- The cell type with the highest occurrence count on the critical path is sky130_fd_sc_hd__ha_1.
- The total inserted antenna cells reads 0.
- The count of final hold-check violations reads 0.
- The final-layout worst hold slack reads 7.04 ns.
-- synthesized netlist by cell type --
cell type	number
sky130_fd_sc_hd__fa_1	15
sky130_fd_sc_hd__xnor3_1	8
sky130_fd_sc_hd__inv_1	32
sky130_fd_sc_hd__a21o_1	27
sky130_fd_sc_hd__xor3_1	7
sky130_fd_sc_hd__a21o_2	3
sky130_fd_sc_hd__a21boi_1	37
sky130_fd_sc_hd__a21boi_2	4
sky130_fd_sc_hd__buf_4	3
sky130_fd_sc_hd__a21boi_0	4
sky130_fd_sc_hd__ha_1	75
-- area by class of cell --
cell class / count / share of cell area, %
inverters: 32 / 3.80
multi-input cells: 180 / 71.4
well taps: 52 / 2.06
repair buffers: 78 / 22.8
-- worst paths after layout --
path	slack, ns	from	to	cells past startpoint
worst max-delay path	0.27	A[25]	R[0]	29
worst min-delay path	7.04	A[10]	R[2]	16
-- cell families after synthesis --
family | share of synthesized area, %
fa+ha+maj | 53.6
compound gates | 25.2
buf+inv | 6.18
xor+xnor | 15.0
-- metal layers --
metal	routed length, um	up-vias	part of all wire, %
met5	0	-	0
met4	0	0	0
met3	127	0	3.7
met2	1500	22	44
met1	1780	761	52
li1	-	935	-
-- stage by stage --
step                      instances  util [%]
after floorplan                 215         -
after global placement          332      68.2
after detailed placement        332      68.2
after CTS                       332      68.8
after global routing            342      72.1
final                           342      72.1
-- repair_timing --
item	4_1_cts	5_1_grt
gates resized	7	23
buffers inserted	0	10
pin swaps	1	29
endpoints found under the setup margin	3	3
