$ cat design/flow/run.sh
#!/bin/bash
# OpenROAD 26Q1-2900-gdf79404cd8, Yosys 0.63+post, stock flow scripts
make -C /OpenROAD-flow-scripts/flow DESIGN_CONFIG=/design/flow/config.mk WORK_HOME=/design/flow/orfs finish
$ cat design/flow/config.mk
export PLATFORM = sky130hd
export DESIGN_NAME = SHO16b
export DESIGN_NICKNAME = SHO16b
export VERILOG_FILES = /design/flow/design.v
export SDC_FILE = /design/flow/constraint.sdc
export NUM_CORES = 4
export LEC_CHECK = 1
export CORE_AREA = 10 10 95 95
export DIE_AREA = 0 0 105 105
$ cat design/flow/constraint.sdc
current_design SHO16b

set clk_period 1.9
set clk_io_pct 0.2

create_clock -name clk0 -period $clk_period

set non_clock_inputs [all_inputs -no_clocks]
set_input_delay [expr $clk_period * $clk_io_pct] -clock clk0 $non_clock_inputs
set_output_delay [expr $clk_period * $clk_io_pct] -clock clk0 [all_outputs]
$ cat design/flow/design.v
`timescale 1ns/1ns
module MUX4to1(input a,b,c,d, input s1, s2, output w);
      wire y, x;
      assign#(19,24) y = s1?a:b;
      assign#(19,24) x = s1?c:d;
      assign#(19,24) w = s2? y:x;
endmodule
`timescale 1ns/1ns
module MUX16to1(input [0:15]A, input [0:3]S, output w);
      wire [0:3]j;
      genvar i;
      generate
          for(i=0; i<4; i=i+1) begin: muxgates
              MUX4to1 xx(A[4*i],A[4*i+1],A[4*i+2],A[4*i+3],S[0],S[1],j[i]);
          end
      endgenerate
      MUX4to1 UUT(j[0],j[1],j[2],j[3],S[2],S[3],w);
endmodule
`timescale 1ns/1ns
module SHO16b(input [0:15]A, input [0:3]S, output [0:15]SHO);
      genvar i,k;
      generate
          for(i=0; i<16; i=i+1) begin: muxgates
              wire [0:15]B;
              for(k=0;k<16;k=k+1)begin: wires
                       assign B[k]=A[(i+k)%16];
              end
              MUX16to1 xx(B,S,SHO[i]);
          end
      endgenerate
endmodule
==> Changelog: implementation <==
## Implementation

* Non-Filler Cell Area, Final at 1360 sq um
* Hold-fix buffer count after cts at 0
* MaxCap Viol Count at 0
* Number of antenna-violating nets in the routed design at 0
* Proportion of layout cells with a drive suffix above 1 at 0.978
* Number of antenna violations at the first check in global routing at 0
* DR WL/cell at roughly 16 um
* Kind of end point of the critical path: output pin
* Tcrit/Tclk final at 1.19
* Required time of the critical path at around 1.5 ns
* Number of instances in the synthesized netlist at approximately 56
* Number of warnings in the stage logs at 35
* Vias per inst at between 4 and 5
* Diodes inserted at 0
* LEAKAGE at about 0.50 nW
* Count of final hold-check violations at 0
* Standard cell area after detailed placement at approximately 1300 sq um
* Worst setup path class: in2out
* Area of the mapped netlist at approximately 930 sq um
* Max Slew Vio Count at 0
* Number of distinct standard cells referenced by the synthesized netlist at 8
* Post-layout instance count excluding filler cells at 187
* Status: complete, but fails checks
* RSZ-0062 raised after global routing: yes
* Die height at approximately 110 um
* Worst relative slew slack at 0.918
* Worst-case hold slack at 1.48 ns
* Routed length on met3 at about 610 um
* Slew at the pin with the worst max-slew slack at between 0.1 and 0.15 ns
* Global-route usage over all layers at 0.0528
* Met1 WL at about 1500 um
* Top achievable clock speed at approximately 440 MHz
* Post-detailed-placement half-perimeter wirelength at approximately 2400 um
* Global route overflow at 0
* Synthesis warning total at 0
* Final WL at a little under 3000 um
* Top Layer Used: met3
* Core Box Area at 6910 sq um
* Area figure in the yosys stat output at approximately 930 sq um
* Vias in the first global route at 866
* Final critical path time including I/O delays and setup at 2.26 ns
* Design Power at between 0.3 and 0.4 mW
* Storage cell area at 0 sq um
* Number of design-rule violations left by the first detailed-router iteration at 45
* Area Growth Syn to Fin at 46.6%
* Syn avg cell area at about 17 sq um
* Die Size at 11000 sq um
* I/O pin count at 36
* Global-route wire length before repair at 4730 um
* Floorplan utilization at 0.134
* Maximum fanout encountered on the critical timing path at 8
* Type of origin of the critical path: primary input
* Violated checks: negative setup slack
* Seq share, synth at 0
* Worst-case setup margin in the final layout at -0.361 ns
* Clock buffer cells at 0
* Worst min-delay path class: in2out
* Routed wl met2 at ~880 um
* Maximum number of pins on one net before global-route repair at 17
* Routability-driven placement congestion ratio at roughly 0.95
* Cells after DPL at ~170
* Tally of buffers added on design ports at 36
* Number of setup violations in the final report at 16
* First-pass detailed-route iteration total at 4
* Setup Slack @ Placement at -1.14 ns
* Remaining design rule violation count at 0
* Largest voltage drop on the vdd net at a little under 0.0001 V
* Final setup TNS at -5.14 ns
* Layout sequential cell count at 0
* Count of standard-cell rows at 30
* Die boundary width at 105 um
* Yosys stat cell total at roughly 56
* Finished Core Util at 0.197
* P per Cell Area at roughly 290 nW/um^2
* CP Data Arrival Time at between 1.5 and 2 ns
* DR vias at about 760
[placed cells by master (no fill, tap or decap)]
master / n
sky130_fd_sc_hd__mux4_2: 32
sky130_fd_sc_hd__buf_6: 9
sky130_fd_sc_hd__buf_2: 21
sky130_fd_sc_hd__buf_4: 10
sky130_fd_sc_hd__clkdlybuf4s50_1: 2
sky130_fd_sc_hd__clkdlybuf4s15_2: 9
sky130_fd_sc_hd__buf_8: 1
sky130_fd_sc_hd__clkbuf_2: 3
sky130_fd_sc_hd__buf_16: 1
sky130_fd_sc_hd__buf_12: 3
[cell usage after synthesis]
master / instances / area, sq um
sky130_fd_sc_hd__buf_12: 1 / 20.0
sky130_fd_sc_hd__mux4_2: 24 / 541
sky130_fd_sc_hd__buf_6: 1 / 11.3
sky130_fd_sc_hd__buf_2: 3 / 15.0
sky130_fd_sc_hd__buf_4: 16 / 120
sky130_fd_sc_hd__clkbuf_1: 2 / 7.51
sky130_fd_sc_hd__buf_1: 1 / 3.75
sky130_fd_sc_hd__mux4_1: 8 / 210
[routing by layer]
layer	GRT usage	up-vias
met3	0.0547	0
li1	-	314
met1	0.0770	376
met2	0.0512	74
met5	0.0179	-
met4	0	0
[cell type report]
class / instances / area [sq um]
tap: 96 / 120
multi-input combinational: 32 / 721
timing repair buffer: 59 / 520
fill: 776 / 5550
[final timing paths]
| kind | start | depth (start not counted) | end |
|---|---|---|---|
| worst max-delay path | S[0] | 6 | SHO[15] |
| worst min-delay path | A[0] | 4 | SHO[8] |
[critical path, stage by stage]
cell	delay, ns
sky130_fd_sc_hd__buf_8	0.09
sky130_fd_sc_hd__buf_12	0.12
sky130_fd_sc_hd__mux4_2	0.55
sky130_fd_sc_hd__buf_6	0.15
sky130_fd_sc_hd__mux4_2	0.46
sky130_fd_sc_hd__buf_2	0.13
[report_power, final]
part / total (mW) / leakage (nW) / internal (mW) / switching (mW)
clock: 0 / 0 / 0 / 0
combinational: 0.391 / 0.500 / 0.256 / 0.136
sequential: 0 / 0 / 0 / 0
total: 0.391 / 0.500 / 0.256 / 0.136
[what timing repair did]
action,in CTS,in global routing
buffers inserted,17,0
setup endpoints to repair,16,16
gates resized,123,7
gates cloned,1,0
[cell families (layout without fill, tap and decap cells)]
logic type,after synthesis,in the layout,share of synthesized area
muxes,32,32,0.809
buffers and inverters,24,59,0.191
Power and IR drop assume default switching activity.
